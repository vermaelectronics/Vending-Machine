==> ./design.v <==
module vending_machine_044(clk, rst, in, out, change, com_anode, segment, dport);
  input clk;
  input rst;
  input [1:0] in;  
  output reg out;
  output reg [1:0] change;  
  output wire [7:0] com_anode;  
  output wire [6:0] segment;
  output wire dport;
  parameter s0 = 2'b00;  
  parameter s1 = 2'b01;  
  parameter s2 = 2'b10;  
  wire u_clk;
  userclock US(clk, u_clk);
  reg [1:0] c_state, n_state;
  always @(posedge u_clk)
    begin
      if(rst == 1)
        begin
          c_state <= 0;
          n_state <= 0;
        end
      else
        begin
          c_state <= n_state;
          case(c_state)
            s0: if(in == 0)  
              begin
                n_state <= s0;
                out <= 0;
                change <= 0;
              end
            else if(in == 2'b01)
              begin
                n_state <= s1;
                out <= 0;
                change <= 0;
              end
            else if(in == 2'b10)
              begin
                n_state <= s2;
                out <= 0;
                change <= 0;
              end
            s1: if(in == 0)  
              begin
                n_state <= s0;
                out <= 0;
                change <= 2'b01;
              end
            else if(in == 2'b01)
              begin
                n_state <= s2;
                out <= 0;
                change <= 0;
              end
            else if(in == 2'b10)
              begin
                n_state <= s0;
                out <= 1;
                change <= 0;
              end
            s2: if(in == 0)  
              begin
                n_state <= s0;
                out <= 0;
                change <= 2'b10;
              end
            else if(in == 2'b01)
              begin
                n_state <= s0;
                out <= 1;
                change <= 0;
              end
            else if(in == 2'b10)
              begin
                n_state <= s0;
                out <= 1;
                change <= 2'b01;
              end
          endcase 
         end
         end 
          seven_segment_display   SSD (change, segment, com_anode, dport);       
endmodule      
module seven_segment_display (change_1, segment_1, com_anode_1, dport_1);
            input  wire [1:0] change_1;
            output reg  [6:0] segment_1;
            output wire [7:0] com_anode_1;
            output  dport_1;
            assign com_anode_1 = 8'b11111110;
            assign     dport_1 = 0;
                       always @(*)
                         begin
                           case(change_1)
                             0:segment_1 = 7'b0000001;
                             1:segment_1 = 7'b0100100;
                             2:segment_1 = 7'b0010010;
                             default segment_1 = 7'b0000001;
                           endcase
                         end
endmodule
module userclock (input  clk1,output  u_clk1);
                reg clk_out = 0;
                reg [27:0] counter = 0;
                always @(posedge clk1)
                  begin
                        if (counter == 28'h9000000)
                          begin
                            counter <= 0;
                            clk_out <= ~clk_out;
                          end
                        else
                          begin
                            counter <= counter + 1;
                          end
                      end
                assign u_clk1 = clk_out;
endmodule
==> ./run.sh <==
#!/bin/bash
# OpenROAD 26Q1-2900-gdf79404cd8, Yosys 0.63+post, stock flow scripts
make -C /OpenROAD-flow-scripts/flow DESIGN_CONFIG=/design/flow/config.mk WORK_HOME=/design/flow/orfs finish
==> ./config.mk <==
export PLATFORM = sky130hd
export DESIGN_NAME = vending_machine_044
export DESIGN_NICKNAME = vending_machine_044
export VERILOG_FILES = /design/flow/design.v
export SDC_FILE = /design/flow/constraint.sdc
export NUM_CORES = 4
export LEC_CHECK = 1
export CORE_AREA = 10 10 113 113
export DIE_AREA = 0 0 123 123
==> ./constraint.sdc <==
current_design vending_machine_044

set clk_period 4.0
set clk_io_pct 0.2

create_clock -name clk0 -period $clk_period [get_ports {clk}]

set non_clock_inputs [all_inputs -no_clocks]
set_input_delay [expr $clk_period * $clk_io_pct] -clock clk0 $non_clock_inputs
set_output_delay [expr $clk_period * $clk_io_pct] -clock clk0 [all_outputs]
==> flow.log <==
[report] extracting results
INFO  metric rrSetupSlack = 2.29 ns
INFO  metric hold_path_end = US.counter[27]$_SDFF_PN0_
INFO  metric io_buffer_count = 11
INFO  metric finalHoldViolCount = 0
INFO  metric met2RoutedLength = ~1.2 mm
INFO  metric critical_path_class = reg2reg
INFO  metric untimed_endpoints = 18
INFO  metric timing.final.ws_setup = 2.29 ns
INFO  metric total_leakage_power = 0.704 nW
INFO  metric ys_cells = between 150 and 200
INFO  metric power_per_unit_of_standard_cell_area = ~250 mW/mm^2
INFO  metric grt_pass1_vias = about 1,200
INFO  metric gpl.final_weighted_congestion = approximately 0.78
INFO  metric ant_nets = 0
INFO  metric syn_to_final_growth = 16.1%
INFO  metric worstSetupEndpointType = flip-flop
INFO  metric totalPowerFinal = 530 uW
INFO  metric drc = 0
INFO  metric cts_resized = 0
INFO  metric finalHoldWorstSlack = approximately 0.45 ns
INFO  metric clock_path_buffers = 2
INFO  metric drive_above_1_share = 0.0558
INFO  metric placed_cells_incl_taps = 325
INFO  metric ant_diodes = 0
INFO  metric grt_start_max_net_pins = 12
INFO  metric reg2reg_launch_point = US.counter[0]$_SDFF_PN0_
INFO  metric crit_fanout = 6
INFO  metric routed-wl-met3 = about 220 um
INFO  metric yosys.stat.chipArea = 0.00180 sq mm
INFO  metric clkLatencyLatePin = 0.28 ns
INFO  metric flop_and_latch_count_out_of_synthesis = 36
INFO  metric timing.hold.worst.class = reg2reg
INFO  metric placement.cell_area = 0.00201 sq mm
INFO  metric design.core.area = 0.0103 sq mm
INFO  metric final_core_util = 0.202
INFO  metric crit-reg2reg-capture = US.clk_out$_DFFE_PN_
INFO  metric synth_warnings = 3
INFO  metric pre_cts_slack = 2.28 ns
INFO  metric initial_utilization = 0.174
INFO  metric stdcell_area = 0.00209 sq mm
INFO  metric drt-initial-drc-count = 36
INFO  metric min_from = US.counter[27]$_SDFF_PN0_
INFO  metric syn_inst = around 180
INFO  metric setup_tns_after_final_layout = 0 ns
INFO  metric grt-ovfl-total = 0
INFO  metric post_cts_hold_buffer_count = 0
INFO  metric detail_route.first_pass.iterations = 4
INFO  metric gr-usage-all-layers = 0.0407
INFO  metric grt_antenna_before_repair = 0
INFO  metric postSynthAreaPerCell = 9.79 sq um
INFO  metric timing.critical_path.arrival = 1.66 ns
INFO  metric topRoutingLayerUsed = met4
INFO  metric dieHeight = ~120 um
INFO  metric wirelength_met1 = roughly 1.6 mm
INFO  metric fmax = 0.586 GHz
INFO  metric outcome = completed
INFO  metric slew_viol_final = 0
INFO  metric worstRegToRegCells = 5
INFO  metric avgViaCountPerCell = ~3.8
INFO  metric num_io_pins = 23
INFO  metric crit_path_start_kind = flip-flop
INFO  metric clock_tree.root_cell = sky130_fd_sc_hd__clkbuf_8
INFO  metric openroad.warnings = 30
INFO  metric cts_max_level = 2
INFO  metric tritoncts = built
INFO  metric cp.required = approximately 4.0 ns
INFO  metric post_cts_buffers = 0
INFO  metric cap_viol_max_count = 0
INFO  metric detailroute.via_count = 1,270
INFO  metric post-dp-hpwl = approximately 2.3 mm
INFO  metric vdd_drop_max = 0.0000882 V
INFO  metric area_of_the_chip = 0.0151 sq mm
INFO  metric clk_pin_slew_worst_paths = 0.06 ns
INFO  metric yosysSeqAreaShare = 0.423
INFO  metric rsz_0062_raised_after_global_routing = false
INFO  metric cts-buffers-inserted = 5
INFO  metric synth_cell_type_count = 36
INFO  metric wl = 3.09 mm
INFO  metric worstHoldPathCells = 1
INFO  metric first_pass_grt_wire_length = 5.22 mm
INFO  metric worst_clock_skew = 0.00265 ns
INFO  metric stdcell_count = 333
INFO  metric chipWidth = 123 um
INFO  metric mappedNetlistArea = ~0.0018 sq mm
INFO  metric timing.final.crit_share = 0.427
INFO  metric avgRoutedWirePerCell = 9.28 um
INFO  metric final_period_minus_worst_setup_slack = 1.71 ns
INFO  metric unclocked_regs = 7
INFO  metric number_of_setup_violations_in_the_final_report = 0
INFO  metric number_of_standard_cell_rows_in_the_floorplan = 37
==> critical path: stages, from the launching register on <==
cell and delay [ns]:
sky130_fd_sc_hd__dfxtp_1 0.36, sky130_fd_sc_hd__inv_1 0.08, sky130_fd_sc_hd__ha_1 0.15, sky130_fd_sc_hd__nor4bb_1 0.26, sky130_fd_sc_hd__nand4_1 0.21, sky130_fd_sc_hd__nor2_1 0.32
==> worst max-delay path by stage <==
stage | start | to | slack, ns
CTS | US.counter[0]$_SDFF_PN0_ | US.clk_out$_DFFE_PN_ | 2.27
global route | US.counter[0]$_SDFF_PN0_ | US.clk_out$_DFFE_PN_ | 2.10
finish | US.counter[0]$_SDFF_PN0_ | US.clk_out$_DFFE_PN_ | 2.29
==> synth_stat cells (all sizes together) <==
library cell,instances,area [sq um]
dfxtp,32,641
xnor2,18,158
nand3,16,92.6
buf,13,97.6
nand2,11,41.3
nor2,10,37.5
inv,9,33.8
ha,8,100
nand4,8,65.1
nor4,7,73.8
o21ai,6,30.0
xor2,5,43.8
and3,4,26.3
and4,4,35.0
edfxtp,4,120
nor2b,4,25.0
a21oi,3,15.0
a311oi,3,26.3
mux2i,3,30.0
clkbuf,2,7.51
conb,2,7.51
nor3,2,10.0
a22o,1,8.76
a31oi,1,6.26
a32o,1,10.0
nand2b,1,6.26
nand4b,1,8.76
nor3b,1,7.51
nor4b,1,8.76
nor4bb,1,10.0
o211ai,1,7.51
or4b,1,10.0
==> flip-flops by register name, summed over array words and instances (netlist names) <==
name,count
US.counter,28
c_state,2
change,2
n_state,2
US.clk_out,1
out,1
==> layout make-up <==
| cell class | count | area [sq um] |
|---|---|---|
| fill | 1108 | 8230 |
| multi-input combinational | 133 | 935 |
| sequential | 36 | 761 |
| clock buffer | 8 | 80.1 |
| inverter | 9 | 33.8 |
| tap | 136 | 170 |
| timing repair buffer | 11 | 110 |
==> power by group <==
| part | internal (mW) | total, mW | switching [mW] | leakage (nW) |
|---|---|---|---|---|
| clock | 0.123 | 0.227 | 0.104 | 0.0395 |
| sequential | 0.291 | 0.291 | 0 | 0.300 |
| combinational | 0.00520 | 0.0116 | 0.00643 | 0.364 |
| total | 0.419 | 0.530 | 0.110 | 0.704 |
==> routing by layer <==
| metal | vias up | global-route usage |
|---|---|---|
| met5 | - | 0 |
| met4 | 0 | 0.00437 |
| met3 | 4 | 0.0139 |
| met2 | 28 | 0.0599 |
| met1 | 580 | 0.0588 |
| li1 | 658 | - |
==> cells in the final DEF, fill, tap and decap left out, types with 3 or more instances in the layout <==
cell / count
sky130_fd_sc_hd__nor2b_1: 4
sky130_fd_sc_hd__conb_1: 11
sky130_fd_sc_hd__xnor2_1: 18
sky130_fd_sc_hd__a311oi_1: 3
sky130_fd_sc_hd__nand3_1: 15
sky130_fd_sc_hd__dfxtp_1: 32
sky130_fd_sc_hd__o21ai_0: 6
sky130_fd_sc_hd__ha_1: 8
sky130_fd_sc_hd__nor4_1: 5
sky130_fd_sc_hd__clkdlybuf4s50_1: 11
sky130_fd_sc_hd__clkbuf_1: 3
sky130_fd_sc_hd__nand4_1: 7
sky130_fd_sc_hd__xor2_1: 5
sky130_fd_sc_hd__edfxtp_1: 4
sky130_fd_sc_hd__nor2_1: 10
sky130_fd_sc_hd__and4_1: 4
sky130_fd_sc_hd__a21oi_1: 3
sky130_fd_sc_hd__and3_1: 3
sky130_fd_sc_hd__nand2_1: 11
sky130_fd_sc_hd__clkbuf_8: 5
sky130_fd_sc_hd__mux2i_1: 3
sky130_fd_sc_hd__inv_1: 9
==> logic make-up (layout without fill, tap and decap cells) <==
group	after synthesis	count (layout)	share of synthesized area
AND-OR/OR-AND	16	16	0.0577
XOR/XNOR	23	23	0.112
adder cells (fa/ha/maj)	8	8	0.0556
buffers and inverters	24	28	0.0771
flip-flops	36	36	0.423
multiplexers	3	3	0.0167
other	2	11	0.00417
AND/OR/NAND/NOR	72	72	0.254
Power is estimated from default activity; no workload was simulated.
